==> /design/flow/design.v <==
`timescale 1ns / 1ps
module APB_Slave (
    input  logic        PCLK,
    input  logic        PRESET,
    input  logic [ 3:0] PADDR,
    input  logic        PWRITE,
    input  logic        PENABLE,
    input  logic [31:0] PWDATA,
    input  logic        PSEL,  
    output logic [31:0] PRDATA,
    output logic        PREADY
);
    logic [31:0] slv_reg0, slv_reg1, slv_reg2, slv_reg3;
    always_ff @(posedge PCLK, posedge PRESET) begin
        if (PRESET) begin
            slv_reg0 <= 0;
            slv_reg1 <= 0;
            slv_reg2 <= 0;
            slv_reg3 <= 0;
        end else begin
            PREADY <= 1'b0;
            if (PSEL && PENABLE) begin
                PREADY <= 1'b1;
                if (PWRITE) begin
                    case (PADDR[3:2])
                        2'd0: slv_reg0 <= PWDATA;
                        2'd1: slv_reg1 <= PWDATA;
                        2'd2: slv_reg2 <= PWDATA;
                        2'd3: slv_reg3 <= PWDATA;
                    endcase
                end else begin
                    case (PADDR[3:2])
                        2'd0: PRDATA <= slv_reg0;
                        2'd1: PRDATA <= slv_reg1;
                        2'd2: PRDATA <= slv_reg2;
                        2'd3: PRDATA <= slv_reg3;
                    endcase
                end
            end
        end
    end
endmodule
==> /design/flow/run.sh <==
#!/bin/bash
# OpenROAD 26Q1-2900-gdf79404cd8, Yosys 0.63+post, stock flow scripts
make -C /OpenROAD-flow-scripts/flow DESIGN_CONFIG=/design/flow/config.mk WORK_HOME=/design/flow/orfs finish
==> /design/flow/config.mk <==
export PLATFORM = sky130hd
export DESIGN_NAME = APB_Slave
export DESIGN_NICKNAME = APB_Slave
export VERILOG_FILES = /design/flow/design.v
export SDC_FILE = /design/flow/constraint.sdc
export NUM_CORES = 4
export LEC_CHECK = 1
export CORE_UTILIZATION = 40
==> /design/flow/constraint.sdc <==
current_design APB_Slave

set clk_period 1.5
set clk_io_pct 0.2

create_clock -name clk0 -period $clk_period [get_ports {PCLK}]

set non_clock_inputs [all_inputs -no_clocks]
set_input_delay [expr $clk_period * $clk_io_pct] -clock clk0 $non_clock_inputs
set_output_delay [expr $clk_period * $clk_io_pct] -clock clk0 [all_outputs]
==> summary.txt <==
status: complete, no violations
slowest stage delay, CP: 480 ps
max-slew violations: 0
remaining routing DRC violations: 0
worst hold slack: 384.9 ps
die width: 131.0 microns
Placed Instance Area: 7893 sq um
Placed Instances: 642
P&R area growth vs syn: 28.81%
Avg Inst Size Synth: 19.02 sq um
worst-path fanout max: 5
Hold Vio Cnt, Final: 0
First-pass DRT Iterations: 2
most common logic cell in the routed design: dfrtp_1
Hold WC Path Type: in -> reg
CP arrival: 1700 ps
Syn Inst Count: 350
layout cells sized above 1: 0.4806
synth unique cells: 16
Seq/Total Area, Yosys: 0.6300
final cycle utilization of the critical path: 0.9334
# Cells Yosys: 350
max cap viols: 0
worst-path cell chain: dlygate4sd2_1 > nand3_2 > or3b_4 > bufbuf_16 > mux2_4
clock latency on the worst-skew pair: 420 ps
Die ar.: 17160 sq um
YS chip area: 6658 sq um
most frequent cells in the layout: dfrtp_1, mux2_2, edfxtp_1, clkdlybuf4s50_1, mux4_2
Psw: 2.476 mW
core box area: 16060 sq um
Die H: 131.0 microns
Slew headroom: 0.7071
clock slew at reported path FFs: 60 ps
CP endpoint kind: flop
number of H-tree levels: 4
CP max stage cell: or3b_4
DRT iter0 DRCs: 123
CP Class: in -> reg
Sw Share: 0.2104
buffer depth of the longest clock path: 2
routability cong.: 0.7386
Area leader share: 0.4811
Final Non-Filler Cells: 680
Reg power frac: 0.490
via count: 3483
I/O Pins: 74
gr usage total: 0.1793
P per Cell Area: 1372 nW/um^2
first-pass GRT wire length: 21.36 mm
vias in the first global route: 3880
minimum clock period: 1400 ps
CTS buffer count: 17
Logic pwr share: 0.147
drt wl/cell: 19.45 microns
crit path DRT: 1800 ps
Max Freq: 714.2 MHz
clk sink count: 161
Final setup viols: 0
RSZ-0062 raised after global routing: no
post-DP HPWL: 7.934 mm
clock root cell: clkbuf_16
utilization after layout: 0.5341
final WL: 13.22 mm
clk_skew: 11.86 ps
Static Leak: 3.720 nW
floorplan core density: 0.4146
OpenROAD warnings: 28
VDD IR max: 0.8588 mV
top cells, area: dfrtp_1, mux2_2, edfxtp_1, mux4_2, mux2_4
largest area contributor in the netlist: dfrtp_1
mapped cell area: 6658 sq um
register bit total from synthesis: 161
number of diodes: 0
Buffers & Inverters on Critical Path: 2
clock share of power: 0.363
Synthesis Warnings: 1
initial antenna violation count: 0
Worst Tran Pin Value: 439.4 ps
Top delay family on crit path: simple AND/OR/NAND/NOR gates
Via-to-Cell Ratio: 5.122
total power: 11.77 mW
Internal: 9.294 mW
CTS tree: done
I/O Buffers: 71
final antenna-violating net count: 0
Startpoint Class: primary input
fin area: 8576 sq um
gr ovfl total: 0
row count: 46
largest net degree at the start of global routing: 81
logic make-up after synthesis:
kind of cell | share of synthesized area
flops | 0.6300
mux | 0.3417
buf+inv | 0.01917
simple gates | 0.009210
through the flow:
stage               worst slack (ps)  setup TNS (ps)
floorplan                      -1280          -58940
global placement              -540.5          -66650
detailed placement            -555.2          -68760
CTS                          0.08282               0
global route                   55.07               0
finish                         99.89               0
power by group through the flow:
stage | clock [mW] | combinational, mW | sequential [mW]
4_1_cts | 4.39 | 1.76 | 5.77
6_report | 4.28 | 1.73 | 5.77
5_1_grt | 4.57 | 1.89 | 5.88
synth_stat cells, drive strengths merged:
cell and n:
dfrtp 128, mux2 128, edfxtp 33, mux4 32
buf 21, nor3b 2, and2 1, inv 1
nand3 1, nand4 1, nor3 1, or3b 1
path summary, 6_finish.rpt:
kind,startpoint,endpoint,slack (ps),cells past startpoint
max,PSEL,slv_reg1[22],100,5
min,PENABLE,PREADY,380,2
min in group asynchronous,PRESET,slv_reg1[2],490,4
min reg2reg,slv_reg0[10],slv_reg0[10],480,1
max in group asynchronous,PRESET,slv_reg0[12],610,4
max reg2reg,slv_reg3[17],PRDATA[17],380,1
final cells by class:
type                       count  area [sq um]
clock buffer                  26         479.2
clock inverter                 6         103.9
fill                        1263          7482
inverter                       1         7.507
multi-input combinational    167          2365
sequential                   161          4194
tap                          216         270.3
timing repair buffer         103          1156
what timing repair did:
| action | 4_1_cts | 5_1_grt |
|---|---|---|
| gates resized | 44 | 5 |
| endpoints found under the setup margin | 110 | 5 |
| cloned | 4 | 0 |
| pin swaps | 2 | 0 |
| hold buffers | 0 | 0 |
| buffers inserted | 2 | 0 |
per-layer routing:
metal	wire (microns)	GRT usage
met1	5665	0.2620
met2	6515	0.2863
met3	865	0.05887
met4	176	0.02231
met5	0	0
registers in the layout, indices dropped and copies added (netlist names):
signal    cells
slv_reg1     32
slv_reg2     32
PREADY        1
PRDATA       32
slv_reg0     32
slv_reg3     32
Power figures rest on the tool's default switching activity, not on a simulated workload.
